`flow/run.sh`:
```
#!/bin/bash
# OpenROAD 26Q1-2900-gdf79404cd8, Yosys 0.63+post, stock flow scripts
make -C /OpenROAD-flow-scripts/flow DESIGN_CONFIG=/design/flow/config.mk WORK_HOME=/design/flow/orfs finish
```
`flow/config.mk`:
```
export PLATFORM = sky130hd
export DESIGN_NAME = ScrRam
export DESIGN_NICKNAME = ScrRam
export VERILOG_FILES = /design/flow/design.v
export SDC_FILE = /design/flow/constraint.sdc
export NUM_CORES = 4
export LEC_CHECK = 1
export CORE_UTILIZATION = 50
```
`flow/constraint.sdc`:
```
current_design ScrRam

set clk_period 13.9
set clk_io_pct 0.2

create_clock -name clk0 -period $clk_period [get_ports {clk}]

set non_clock_inputs [all_inputs -no_clocks]
set_input_delay [expr $clk_period * $clk_io_pct] -clock clk0 $non_clock_inputs
set_output_delay [expr $clk_period * $clk_io_pct] -clock clk0 [all_outputs]
```
`flow/design.v`:
```
`timescale 1ns / 1ps
module ScrRam(
    input [9:0] dIn,          
    input [7:0] scr_addr,     
    input scr_wr,             
    input clk,
    output [9:0] dOut
    );
    logic [9:0] regs [0:255];
    initial begin
        for (int i = 0; i < 256; i++) begin
            regs[i] = 0;
        end
    end
    always_ff @(posedge clk) begin
        if(scr_wr) begin
            regs[scr_addr] <= dIn;
        end
    end
    assign dOut = regs[scr_addr];
endmodule
```
==> impl_metrics.csv <==
group,metric,value,unit
run_status,outcome,"complete, no violations",
pwr,p_per_area,144,nW/um^2
routing,drt-total-wl,238,mm
die,rows,161,
worst_setup_path,slowest_stage,"o41ai_1",
pwr,p_leak,0.0344,uW
pwr,switching_share,0.206,
place,port_buffers,29,
worst_setup_path,cp_cell_sequence,"buf_8 > buf_4 > buf_4 > mux4_2 > a22oi_1 > a21oi_1 > o41ai_1 > buf_4 > nand4_1 > clkdlybuf4s50_1",
clock_tree,hold_buffers,0,
clock_tree,cts-resized-gates,0,
routing,dr.pass1.iters,7,
final_timing,setup_violations,0,
final_timing,rsz0062_at_grt,"no",
pwr,irDropWorstVdd,0.000104,V
clock_tree,tritoncts,"built",
clock_tree,cts_root_buf,"clkbuf_16",
die,dieHeight,443,um
routing,drc,0,
worst_setup_path,path_max_fanout,53,
worst_setup_path,critPathArrivalTime,7840,ps
final_timing,holdWs,2280,ps
final_timing,drv_slew,0,
finish,regMostFlops,"regs",
final_timing,worst_pin_slew,1260,ps
worst_setup_path,cp-end-kind,"output port",
die,placeableCoreArea,193000,sq um
finish,largest_reg_flops,2560,
die,fp_util,0.505,
worst_setup_path,path_class,"in2out",
job,drv_cap,0,
place,dp_hpwl,138,mm
routing,vias,46186,
final_timing,relSlewSlack,0.147,
min_path,worstHoldPathCells,1,
final_timing,min_period,10620,ps
final_timing,finalCritPeriodShare,0.764,
grt,antenna_found_initial,5,
die,die_area,197000,sq um
final_timing,finalHoldViolCount,0,
pwr,power.switching,3280,uW
job,warnings,32,
clock_tree,cts-buffers-inserted,279,
clock_tree,cts.sinks,2560,
final_timing,max_freq,94.2,MHz
synth,edf_count,2560,
pwr,pwr-share-seq,0.534,
worst_setup_path,startpoint,"scr_addr[0]",
worst_setup_path,cpMostUsedCell,"buf_4",
synth,yosysChipArea,97400,sq um
pwr,combPwrFrac,0.044,
synth,yosys_warnings,1,
pwr,p_int,12700,uW
finish,drive_gt1_frac,0.285,
worst_setup_path,crit_end,"dOut[6]",
synth,syn-instance-count,4328,
finish,syn_to_final_growth,14.0,%
grt,grt_pass1_wl,348,mm
grt,grtUsageTotal,0.280,
synth,synth_cell_types,22,
clock_tree,h-tree-depth,5,
grt,grt_pass1_vias,50757,
final_timing,setup_tns,0,ps
synth,synthArstFlopShare,0,
synth,ys.flop_type,"edfxtp_1",
worst_setup_path,cp.required,11120,ps
synth,syn_area,97400,sq um
die,die_w,443,um
routing,ant_nets,0,
synth,ys_cells,4328,
pwr,p_clk_frac,0.422,
grt,overflow,0,
worst_setup_path,slowest_delay,1180,ps
min_path,hold_path_class,"in2reg",
grt,grt_max_degree,121,
clock_tree,clk_pin_slew,60,ps
clock_tree,cts_setup_buffers,0,
die,ios,30,
finish,top_regs,"regs x2560",
synth,syn_area_per_cell,22.5,sq um
place,place_congestion,0.861,
routing,wire_per_inst,31.9,um
routing,viasPerCell,6.18,
clock_tree,cts.path.max_buffers,4,
synth,ys_ff,2560,
routing,first_iter_violations,3230,
worst_setup_path,critPathLaunchType,"input port",
synth,synth-seq-area-share,0.789,
[power groups by stage]
stage	clock (uW)	combinational (uW)	sequential [uW]
finish	6720	706	8510
global route	7120	760	8510
CTS	6840	721	8510
[metal layers]
layer,GRT usage,vias to the layer above,share of wire
met3,0.191,428,0.16
met1,0.400,23829,0.33
met4,0.0682,8,0.033
met5,0.00659,-,0.00087
li1,-,19371,-
met2,0.396,2550,0.48
[cells in the mapped netlist (6+ instances only)]
library cell,n,area [sq um]
a21oi_1,160,801
a22oi_1,320,2400
buf_1,24,90.1
buf_2,52,260
buf_4,16,120
clkbuf_1,178,668
edfxtp_1,2560,76900
mux4_2,640,14400
nand2_1,28,105
nand2b_1,6,37.5
nand3_1,13,65.1
nand4_1,10,62.6
nor2_1,232,871
nor2b_1,7,43.8
nor3_1,30,150
o41ai_1,40,350
[worst max-delay path, delay by kind of cell]
kind / cells / cell delay (ps)
AND-OR/OR-AND: 3 / 1720
buffers and inverters: 5 / 2350
multiplexers: 1 / 560
AND/OR/NAND/NOR: 1 / 280
[metrics by stage]
stage	total power, uW	setup WS [ps]	std cells	util	cell area [sq um]
after global placement	9390	3160	6997	0.533	103000
after global routing	16400	3010	7467	0.576	111000
after detailed placement	9400	3170	6997	0.533	103000
after floorplan	9050	6500	4328	-	97400
final	15900	3280	7468	0.576	111000
after CTS	16100	3150	7466	0.576	111000
[layout make-up]
type / count / area [sq um]
timing repair buffer: 418 / 3400
multi-input combinational: 1492 / 19500
clock buffer: 356 / 7440
antenna: 2 / 5.00
sequential: 2560 / 76900
fill: 13759 / 81900
inverter: 1 / 3.75
tap: 2526 / 3160
clock inverter: 113 / 708
[cell usage in the layout (no fill, tap or decap), types with 3 or more instances in the layout]
master | synthesis | routed
clkinv_1 | 0 | 64
a21oi_1 | 160 | 160
buf_4 | 16 | 379
nand3_1 | 13 | 8
o41ai_2 | 0 | 9
edfxtp_1 | 2560 | 2560
nor3_2 | 0 | 4
mux4_2 | 640 | 640
clkdlybuf4s50_1 | 0 | 17
clkinvlp_4 | 0 | 3
clkbuf_16 | 0 | 287
nand4_1 | 10 | 10
inv_6 | 0 | 3
clkinv_2 | 0 | 34
nand2_1 | 28 | 26
nor3_1 | 30 | 26
nand3_2 | 0 | 5
nand2b_1 | 6 | 4
nor2b_1 | 7 | 4
buf_8 | 0 | 12
bufinv_16 | 0 | 8
o41ai_1 | 40 | 31
a22oi_1 | 320 | 320
nor2_1 | 232 | 231
clkbuf_1 | 178 | 69
buf_12 | 0 | 10
[logic make-up (layout without fill, tap and decap cells)]
family,count (synthesis),count (layout),synth area share
other,0,2,0
muxes,640,640,0.148
AOI/OAI and AO/OA,520,520,0.0365
buffers and inverters,276,888,0.0123
DFF,2560,2560,0.789
and+or+nand+nor,332,332,0.0141
[how the worst min path moves through the flow]
stage                 startpoint  slack (ps)     endpoint
after CTS                 dIn[1]        2250  regs[77][1]
after global routing      dIn[1]        2250  regs[77][1]
final                     dIn[1]        2280  regs[77][1]
Power figures rest on the tool's default switching activity, not on a simulated workload.
