--- config.mk ---
export PLATFORM = sky130hd
export DESIGN_NAME = RegRam
export DESIGN_NICKNAME = RegRam
export VERILOG_FILES = /design/flow/design.v
export SDC_FILE = /design/flow/constraint.sdc
export NUM_CORES = 4
export LEC_CHECK = 1
export CORE_UTILIZATION = 30
--- constraint.sdc ---
current_design RegRam

set clk_period 4.2
set clk_io_pct 0.2

create_clock -name clk0 -period $clk_period [get_ports {clk}]

set non_clock_inputs [all_inputs -no_clocks]
set_input_delay [expr $clk_period * $clk_io_pct] -clock clk0 $non_clock_inputs
set_output_delay [expr $clk_period * $clk_io_pct] -clock clk0 [all_outputs]
--- design.v ---
`timescale 1ns / 1ps
module RegRam(
    input [7:0] dIn,          
    input [4:0] adrX, adrY,   
    input rf_wr,              
    input clk,
    output [7:0] dX_out, dY_out
    );
    logic [7:0] regs [0:31];
    initial begin
        int i;
        for (i=0; i<32; i++) begin
            regs[i] = 0;
        end
    end
    always_ff @(posedge clk) begin
        if(rf_wr) begin
            regs[adrX] <= dIn;
        end
    end
    assign dX_out = regs[adrX];
    assign dY_out = regs[adrY];
endmodule
--- run.sh ---
#!/bin/bash
# OpenROAD 26Q1-2900-gdf79404cd8, Yosys 0.63+post, stock flow scripts
make -C /OpenROAD-flow-scripts/flow DESIGN_CONFIG=/design/flow/config.mk WORK_HOME=/design/flow/orfs finish
==> flow_summary.html <==
<!-- implementation run metrics -->
<table>
<tr><th>Metric</th><th>Value</th></tr>
<tr><th colspan="2">Status</th></tr>
<tr><td>Run status</td><td>complete, no violations</td></tr>
<tr><th colspan="2">Power and ir drop</th></tr>
<tr><td>Total power density per cell area</td><td>395.3 nW/um^2</td></tr>
<tr><td>IR Drop Worst-Case VDD</td><td>0.2342 mV</td></tr>
<tr><td>Pleak</td><td>0.004484 uW</td></tr>
<tr><th colspan="2">Finish</th></tr>
<tr><td>Fraction of layout cells with a size suffix above 1</td><td>0.4250</td></tr>
<tr><td>Finished Cell Area</td><td>14200 um^2</td></tr>
<tr><td>Most frequently placed logic cells in the final layout</td><td>256 x sky130_fd_sc_hd__edfxtp_1, 144 x sky130_fd_sc_hd__mux4_2, 81 x sky130_fd_sc_hd__buf_4</td></tr>
<tr><td>Number of flip-flops under the largest register name</td><td>256</td></tr>
<tr><td>Fin cells</td><td>1192</td></tr>
<tr><td>Final core utilization</td><td>0.3675</td></tr>
<tr><td>Reg with most FFs</td><td>regs</td></tr>
<tr><td>Most frequent standard cell in the layout excluding fill and tap cells</td><td>sky130_fd_sc_hd__edfxtp_1</td></tr>
<tr><td>Synthesis-to-finish area growth</td><td>20.61%</td></tr>
<tr><td>Registers with the highest flip-flop counts</td><td>regs (256)</td></tr>
<tr><th colspan="2">STA</th></tr>
<tr><td>Final setup TNS</td><td>0 ns</td></tr>
<tr><td>Maximum clock frequency</td><td>0.2480 GHz</td></tr>
<tr><td>Actual transition at the worst max-transition pin</td><td>1.097 ns</td></tr>
<tr><td>Worst hold-check slack</td><td>1.136 ns</td></tr>
<tr><td>Slew Limit Fails</td><td>0</td></tr>
<tr><td>Final Hold Violation Tally</td><td>0</td></tr>
<tr><td>Rel. slew slack</td><td>0.2665</td></tr>
<tr><td>Setup repair after global routing missed its margin</td><td>no</td></tr>
<tr><td>Total of endpoints with negative setup slack in the final report</td><td>0</td></tr>
<tr><td>Shortest period the worst path allows</td><td>4.032 ns</td></tr>
<tr><td>Final Cycle Share</td><td>0.9601</td></tr>
<tr><th colspan="2">Detailed routing</th></tr>
<tr><td>Length of the first detailed-routing pass in iterations</td><td>7</td></tr>
<tr><td>Via count</td><td>6499</td></tr>
<tr><td>Ratio of routed vias to standard cells</td><td>5.452</td></tr>
<tr><td>Final Routed Wirelength</td><td>32.37 mm</td></tr>
<tr><td>Violation tally from detailed-route iteration zero</td><td>373</td></tr>
<tr><td>Remaining number of nets flagged by the antenna check after routing</td><td>0</td></tr>
<tr><td>Wire per inst</td><td>27.16 um</td></tr>
<tr><td>Post-route DRC violation count</td><td>0</td></tr>
<tr><th colspan="2">Worst setup path</th></tr>
<tr><td>CP cell instances</td><td>buf_8 &gt; buf_12 &gt; mux4_2 &gt; a22oi_1 &gt; nand4_1 &gt; buf_4 &gt; clkdlybuf4s50_1</td></tr>
<tr><td>Buffer-and-inverter tally for the worst setup path</td><td>4</td></tr>
<tr><td>Arrival @ worst endpoint</td><td>3.19 ns</td></tr>
<tr><td>Category of the worst setup path capture point</td><td>output pin</td></tr>
<tr><td>CP max FO</td><td>23</td></tr>
<tr><td>Worst setup path class</td><td>in2out</td></tr>
<tr><td>Required time of the critical path</td><td>3.36 ns</td></tr>
<tr><td>Slowest cell on crit path</td><td>sky130_fd_sc_hd__mux4_2</td></tr>
<tr><td>CP delay by family, top</td><td>buffers and inverters</td></tr>
<tr><td>Nature of the critical path startpoint</td><td>input pin</td></tr>
<tr><td>CP max stage delay</td><td>0.50 ns</td></tr>
<tr><th colspan="2">Job</th></tr>
<tr><td>Tally of max-capacitance violations</td><td>0</td></tr>
<tr><td>Tool Warnings</td><td>25</td></tr>
<tr><th colspan="2">Clock network</th></tr>
<tr><td>Count of clock tree sinks</td><td>256</td></tr>
<tr><td>Max clock buf depth</td><td>3</td></tr>
<tr><td>CTS H-Tree Depth</td><td>1</td></tr>
<tr><td>Hold bufs inserted after CTS</td><td>0</td></tr>
<tr><td>CTS Root Cell</td><td>sky130_fd_sc_hd__clkbuf_16</td></tr>
<tr><td>Number of buffers added by the clock tree synthesis step</td><td>27</td></tr>
<tr><td>Clock-pin transition on the worst setup and hold timing paths</td><td>0.06 ns</td></tr>
<tr><td>CTS tree</td><td>done</td></tr>
<tr><th colspan="2">Synthesis</th></tr>
<tr><td>Number of cell instances after yosys synthesis</td><td>543</td></tr>
<tr><td>Cells after synthesis</td><td>543</td></tr>
<tr><td>Average instance area after synthesis</td><td>21.69 um^2</td></tr>
<tr><td>Synth warn</td><td>1</td></tr>
<tr><td>Seq share, synth</td><td>0.6529</td></tr>
<tr><td>Synth Register Bits</td><td>256</td></tr>
<tr><td>Top cells, area</td><td>sky130_fd_sc_hd__edfxtp_1 65%, sky130_fd_sc_hd__mux4_2 28%, sky130_fd_sc_hd__a22oi_1 2.0%, sky130_fd_sc_hd__nor2_1 1.1%, sky130_fd_sc_hd__mux2_2 0.77%</td></tr>
<tr><td>Post-synthesis cell type count</td><td>20</td></tr>
<tr><td>Cell type with the highest aggregate area in the netlist</td><td>sky130_fd_sc_hd__edfxtp_1</td></tr>
<tr><td>Area share of the leading cell type in the synthesized netlist</td><td>0.6529</td></tr>
<tr><td>Yosys stat chip area</td><td>11780 um^2</td></tr>
<tr><td>Synth Cell Area</td><td>11780 um^2</td></tr>
<tr><th colspan="2">Place</th></tr>
<tr><td>Final weighted congestion of routability-driven global placement</td><td>0.8994</td></tr>
<tr><td>IO Port Bufs</td><td>35</td></tr>
<tr><td>HPWL Detailed</td><td>22.74 mm</td></tr>
<tr><td>Total instance count after detailed placement</td><td>1144</td></tr>
<tr><td>Post-place instance area</td><td>13360 um^2</td></tr>
<tr><th colspan="2">Floorplan</th></tr>
<tr><td>Vertical die dimension</td><td>200.1 um</td></tr>
<tr><td>Number of primary I/O pins</td><td>36</td></tr>
<tr><td>Floorplan core area</td><td>38650 um^2</td></tr>
<tr><td>Pre-Place Util</td><td>0.3047</td></tr>
<tr><td>Core Rows</td><td>72</td></tr>
<tr><td>Horizontal die size</td><td>200.1 um</td></tr>
<tr><td>Die Outline Area</td><td>40050 um^2</td></tr>
<tr><th colspan="2">Global routing</th></tr>
<tr><td>Via count of the first global-routing pass</td><td>7713</td></tr>
<tr><td>Number of antenna violations at the first check in global routing</td><td>2</td></tr>
<tr><td>Global-route wire length before repair</td><td>48.67 mm</td></tr>
<tr><td>Global-route usage over all layers</td><td>0.1784</td></tr>
<tr><td>Pin count of the biggest net entering global routing</td><td>37</td></tr>
<tr><td>Overflow left after global routing</td><td>0</td></tr>
<tr><th colspan="2">Worst hold path</th></tr>
<tr><td>HP Class</td><td>in2reg</td></tr>
</table>
power by group:
part           internal (uW)  total (uW)  switching (uW)
clock network           1290        2240             949
logic                    265         520             255
registers               2840        2860            13.2
synth_stat cells:
| master | n |
|---|---|
| sky130_fd_sc_hd__mux2_2 | 8 |
| sky130_fd_sc_hd__buf_4 | 6 |
| sky130_fd_sc_hd__and3_1 | 1 |
| sky130_fd_sc_hd__clkbuf_1 | 17 |
| sky130_fd_sc_hd__nand3b_1 | 5 |
| sky130_fd_sc_hd__buf_2 | 7 |
| sky130_fd_sc_hd__buf_1 | 11 |
| sky130_fd_sc_hd__or3_1 | 1 |
| sky130_fd_sc_hd__nand4_1 | 8 |
| sky130_fd_sc_hd__a22oi_1 | 32 |
| sky130_fd_sc_hd__or3b_2 | 3 |
| sky130_fd_sc_hd__nor3b_1 | 3 |
| sky130_fd_sc_hd__and3b_1 | 3 |
| sky130_fd_sc_hd__nor3_1 | 1 |
| sky130_fd_sc_hd__nor2_1 | 33 |
| sky130_fd_sc_hd__mux4_2 | 144 |
| sky130_fd_sc_hd__nand2_1 | 1 |
| sky130_fd_sc_hd__nand3_1 | 2 |
| sky130_fd_sc_hd__buf_6 | 1 |
| sky130_fd_sc_hd__edfxtp_1 | 256 |
layer usage:
layer / GRT usage / share of wire / wire, um
met3: 0.1284 / 0.15 / 4985
met2: 0.2715 / 0.48 / 15430
met5: 0.007143 / 0.00022 / 7
met4: 0.05082 / 0.036 / 1174
met1: 0.2014 / 0.33 / 10780
worst paths after layout:
check	start	end	depth (start not counted)
max	adrX[0]	dX_out[0]	7
min	dIn[3]	regs[11][3]	2
kinds of logic after synthesis:
| group | count (synthesis) | share of synthesized area |
|---|---|---|
| AOI/OAI and AO/OA | 32 | 0.02040 |
| buffers and inverters | 42 | 0.01668 |
| DFF | 256 | 0.6529 |
| muxes | 152 | 0.2831 |
| and+or+nand+nor | 61 | 0.02699 |
layout make-up:
| cell class | count | area (um^2) |
|---|---|---|
| antenna | 1 | 2.502 |
| clock buffer | 30 | 686.9 |
| clock inverter | 17 | 135.1 |
| fill | 3465 | 24440 |
| multi-input combinational | 245 | 3891 |
| sequential | 256 | 7687 |
| tap | 518 | 648.1 |
| timing repair buffer | 125 | 1151 |
per-stage QoR:
stage                     setup WS [ns]  total power, uW
final                            0.1677             5614
after global routing            0.03071             5782
after CTS                       0.03354             5656
after detailed placement        0.05005             3431
after global placement          0.05247             3424
after floorplan                  0.8518             3177
repair_timing:
action / in CTS / in global routing
setup buffers: 0 / 0
setup endpoints to repair: 0 / 2
hold endpoints to repair: 0 / 0
resized: 0 / 6
Power is estimated from default activity; no workload was simulated.
