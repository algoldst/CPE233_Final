===== design.v =====
`timescale 1ns / 1ps
module BCD(
    input [15:0] HEX,
    output logic [3:0] THOUSANDS,
    output logic [3:0] HUNDREDS,
    output logic [3:0] TENS,
    output logic [3:0] ONES
    );
    int i;
    always_comb begin
        THOUSANDS = 4'h0;
        HUNDREDS = 4'h0;
        TENS = 4'h0;
        ONES = 4'h0;
        for (i=15; i>=0; i=i-1) begin
            if (THOUSANDS >= 5)
                THOUSANDS = THOUSANDS + 3;
            if (HUNDREDS >= 5)
                HUNDREDS = HUNDREDS + 3;
            if (TENS >= 5)
                TENS = TENS + 3;
            if (ONES >= 5)
                ONES = ONES + 3;
            THOUSANDS = {THOUSANDS[2:0],HUNDREDS[3]};
            HUNDREDS = {HUNDREDS[2:0],TENS[3]};
            TENS = {TENS[2:0],ONES[3]};
            ONES = {ONES[2:0],HEX[i]};
       end
   end
endmodule
`timescale 1ns / 1ps
module CathodeDriver(
    input CLK,                   
    input [15:0] HEX,
    output logic [7:0] CATHODES,
    output logic [3:0] ANODES
    );
    logic s_clk_500 = 1'b0;              
    logic [1:0] r_disp_digit = 2'b00;    
    logic [19:0] clk_div_counter = 20'h00000;
	always_ff @(posedge CLK) begin
        clk_div_counter = clk_div_counter + 1;
        if ( clk_div_counter == 20'h186A0) begin      
            clk_div_counter = 20'h00000;
            s_clk_500 = ~s_clk_500;          
        end
    end
    always_ff @(posedge s_clk_500) begin
        case (r_disp_digit)
            2'b00: begin
                ANODES= 4'b1110;
                case (HEX[3:0])
                    4'b0000: CATHODES = 8'b10000001;  
                    4'b0001: CATHODES = 8'b11001111;  
                    4'b0010: CATHODES = 8'b10010010;  
                    4'b0011: CATHODES = 8'b10000110;  
                    4'b0100: CATHODES = 8'b11001100;  
                    4'b0101: CATHODES = 8'b10100100;  
                    4'b0110: CATHODES = 8'b10100000;  
                    4'b0111: CATHODES = 8'b10001111;  
                    4'b1000: CATHODES = 8'b10000000;  
                    4'b1001: CATHODES = 8'b10001100;  
                    4'b1010: CATHODES = 8'b10001000;  
                    4'b1011: CATHODES = 8'b11100000;  
                    4'b1100: CATHODES = 8'b10110001;  
                    4'b1101: CATHODES = 8'b11000010;  
                    4'b1110: CATHODES = 8'b10110000;  
                    4'b1111: CATHODES = 8'b10111000;  
                    default: CATHODES = 8'b11111111;  
                endcase
            end
            2'b01: begin
                ANODES= 4'b1101;
                case (HEX[7:4])
                    4'b0000: CATHODES = 8'b10000001;
                    4'b0001: CATHODES = 8'b11001111;
                    4'b0010: CATHODES = 8'b10010010;
                    4'b0011: CATHODES = 8'b10000110;
                    4'b0100: CATHODES = 8'b11001100;
                    4'b0101: CATHODES = 8'b10100100;
                    4'b0110: CATHODES = 8'b10100000;
                    4'b0111: CATHODES = 8'b10001111;
                    4'b1000: CATHODES = 8'b10000000;
                    4'b1001: CATHODES = 8'b10001100;
                    4'b1010: CATHODES = 8'b10001000;  
                    4'b1011: CATHODES = 8'b11100000;
                    4'b1100: CATHODES = 8'b10110001;
                    4'b1101: CATHODES = 8'b11000010;
                    4'b1110: CATHODES = 8'b10110000;
                    4'b1111: CATHODES = 8'b10111000;
                    default: CATHODES = 8'b11111111;  
                endcase
            end
            2'b10: begin
                ANODES= 4'b1011;
                case (HEX[11:8])
                    4'b0000: CATHODES = 8'b10000001;
                    4'b0001: CATHODES = 8'b11001111;
                    4'b0010: CATHODES = 8'b10010010;
                    4'b0011: CATHODES = 8'b10000110;
                    4'b0100: CATHODES = 8'b11001100;
                    4'b0101: CATHODES = 8'b10100100;
                    4'b0110: CATHODES = 8'b10100000;
                    4'b0111: CATHODES = 8'b10001111;
                    4'b1000: CATHODES = 8'b10000000;
                    4'b1001: CATHODES = 8'b10001100;
                    4'b1010: CATHODES = 8'b10001000;  
                    4'b1011: CATHODES = 8'b11100000;
                    4'b1100: CATHODES = 8'b10110001;
                    4'b1101: CATHODES = 8'b11000010;
                    4'b1110: CATHODES = 8'b10110000;
                    4'b1111: CATHODES = 8'b10111000;
                    default: CATHODES = 8'b11111111;  
                endcase
            end
            2'b11: begin
                ANODES= 4'b0111;
                case (HEX[15:12])
                    4'b0000: CATHODES = 8'b10000001;
                    4'b0001: CATHODES = 8'b11001111;
                    4'b0010: CATHODES = 8'b10010010;
                    4'b0011: CATHODES = 8'b10000110;
                    4'b0100: CATHODES = 8'b11001100;
                    4'b0101: CATHODES = 8'b10100100;
                    4'b0110: CATHODES = 8'b10100000;
                    4'b0111: CATHODES = 8'b10001111;
                    4'b1000: CATHODES = 8'b10000000;
                    4'b1001: CATHODES = 8'b10001100;
                    4'b1010: CATHODES = 8'b10001000;  
                    4'b1011: CATHODES = 8'b11100000;
                    4'b1100: CATHODES = 8'b10110001;
                    4'b1101: CATHODES = 8'b11000010;
                    4'b1110: CATHODES = 8'b10110000;
                    4'b1111: CATHODES = 8'b10111000;
                    default: CATHODES = 8'b11111111;  
                endcase
            end
            default: begin       
                ANODES = 4'hF;
                CATHODES = 8'hFF;
                r_disp_digit = 2'b00;
            end
        endcase
        r_disp_digit = r_disp_digit + 1;
    end
endmodule
`timescale 1ns / 1ps
module SevSegDisp(
    input CLK,               
    input MODE,              
    input [15:0] DATA_IN,
    output [7:0] CATHODES,
    output [3:0] ANODES
    );
    logic [15:0] BCD_Val;
    logic [15:0] Hex_Val;
    BCD BCDMod (.HEX(DATA_IN), .THOUSANDS(BCD_Val[15:12]),
                .HUNDREDS(BCD_Val[11:8]), .TENS(BCD_Val[7:4]),
                .ONES(BCD_Val[3:0]));
    CathodeDriver CathMod (.HEX(Hex_Val), .CLK(CLK), .CATHODES(CATHODES),
                            .ANODES(ANODES));
    always_comb begin
        if (MODE == 1'b1)
            Hex_Val = BCD_Val;
        else
            Hex_Val = DATA_IN;
    end
endmodule

===== run.sh =====
#!/bin/bash
# OpenROAD 26Q1-2900-gdf79404cd8, Yosys 0.63+post, stock flow scripts
make -C /OpenROAD-flow-scripts/flow DESIGN_CONFIG=/design/flow/config.mk WORK_HOME=/design/flow/orfs finish

===== config.mk =====
export PLATFORM = sky130hd
export DESIGN_NAME = SevSegDisp
export DESIGN_NICKNAME = SevSegDisp
export VERILOG_FILES = /design/flow/design.v
export SDC_FILE = /design/flow/constraint.sdc
export NUM_CORES = 4
export LEC_CHECK = 1
export CORE_UTILIZATION = 40

===== constraint.sdc =====
current_design SevSegDisp

set clk_period 6.4
set clk_io_pct 0.2

create_clock -name clk0 -period $clk_period [get_ports {CLK}]

set non_clock_inputs [all_inputs -no_clocks]
set_input_delay [expr $clk_period * $clk_io_pct] -clock clk0 $non_clock_inputs
set_output_delay [expr $clk_period * $clk_io_pct] -clock clk0 [all_outputs]

==> flow_metrics.tcl <==
# collected from the flow reports
set metrics [dict create \
    fin_skew_ns 0.001949 \
    unclocked_regs 13 \
    avgViaCountPerCell 6.025 \
    max_cap_viol_count 0 \
    synthDistinctLibCells 118 \
    cp_max_fo 6 \
    fin_crit_ns 2.768 \
    postCtsSetupRepairBufs 0 \
    num_rows 51 \
    cts_tree "built" \
    core_sq_mm 0.01965 \
    setup_viol 0 \
    period_used_share 0.4325 \
    cts_root_buf "clkbuf_16" \
    grt_pass1_wl_mm 33.60 \
    synthesis.area_sq_mm 0.008117 \
    place_inst 1375 \
    finalHoldViolations 0 \
    ys_cells 1129 \
    die-area_sq_mm 0.02086 \
    warning_count 56 \
    crit_type "reg2reg" \
    path_clk_slew_ns 0.05 \
    ioPinCount 30 \
    drcViolationCount 0 \
    htreeDepth 1 \
    dp_hpwl_mm 15.56 \
    grt_usage 0.1934 \
    arrival_ns 2.90 \
    cts_buffers 3 \
    slew_viol_final 0 \
    grt_max_degree 29 \
    grt_pass1_vias 7136 \
    ys_warn_count 3 \
    finalSetupTns_ns 0 \
    antenna_found_initial 0 \
    gr-total-overflow 0 \
    status "finished clean" \
    num_vias 8308 \
    wl_per_cell_um 14.52 \
    ys_area_sq_mm 0.008117 \
    numSynthFlops 34 \
    cts_hold_buf 0 \
    untimed_endpoints 24 \
    diodes 0 \
    cts_resized 0 \
    async_flop_share 0 \
    nFillCells 2032 \
    clockBufferDepth 2 \
    drtPass1Iterations 7 \
    relSlewSlack 0.4474 \
    tightest_slew_ns 0.8275 \
    drtIter0Drc 554 \
    fp_util 0.4130 \
    io_buffers 28 \
    wl_mm 20.02 \
    edf_count 1 \
    final_core_util 0.4374 \
    ys.flop_type "dfxtp_1" \
    stdcell_count 1379 \
    ant_nets 0 \
    layout-drive-gt1-share 0.07810 \
    clock.latency.late_pin_ns 0.25 \
    gp_congestion 0.9025 \
    rsz0062_at_grt "false" \
    cp.required_ns 6.53 \
    syn_avg_cell_area_sq_um 7.189 \
    synthToLayoutAreaGrowth_pct 5.904 \
    synthCells 1129 \
    fp.dieW_um 144.4 \
    cp-start-kind "flip-flop" \
    ys_seq_frac 0.08509 \
    die_y_um 144.4 \
    final_area_sq_mm 0.008596 \
    end_kind "flip-flop" \
    placed_area_sq_mm 0.008517 \
    max_freq_ghz 0.3613 \
    hp-class "reg2reg" \
]
[cells in the mapped netlist, drive strengths merged, types with 11 or more instances]
library cell	instances	share of area
nand2	89	0.042
or2	11	0.0085
a21oi	64	0.044
buf	22	0.018
a31oi	24	0.018
o22ai	11	0.0085
and2	11	0.0085
o211ai	30	0.028
o31ai	12	0.017
nand4	14	0.012
inv	82	0.038
nor4	15	0.013
dfxtp	33	0.081
ha	64	0.099
o21ai	60	0.038
xnor2	28	0.035
or3	14	0.011
nand3	51	0.032
clkbuf	33	0.015
a221oi	14	0.016
a21o	17	0.018
and3	19	0.015
a211oi	18	0.020
mux2i	32	0.041
nor3	42	0.027
nor2	108	0.051
[metrics by stage]
step / hold slack [ns] / worst slack [ns]
after floorplan: 0.4251 / 4.170
after global placement: 0.4373 / 3.687
after detailed placement: 0.4430 / 3.720
after CTS: 0.4488 / 3.656
after global routing: 0.4626 / 3.436
final: 0.4497 / 3.632
[routing by layer]
layer | vias up | routed length (um) | track usage | part of all wire
met5 | - | 0 | 0 | 0
met4 | 0 | 151 | 0.01828 | 0.0075
met3 | 14 | 635 | 0.006743 | 0.032
met2 | 169 | 8807 | 0.3049 | 0.44
met1 | 3821 | 10430 | 0.3017 | 0.52
li1 | 4304 | - | - | -
[final timing paths]
kind | start | end | cells past startpoint | slack (ns)
min | CathMod.clk_div_counter[19] | CathMod.clk_div_counter[19] | 1 | 0.45
max | CathMod.clk_div_counter[2] | CathMod.clk_div_counter[0] | 9 | 3.63
max reg2reg | CathMod.clk_div_counter[2] | CathMod.clk_div_counter[0] | 9 | 3.63
min reg2reg | CathMod.clk_div_counter[19] | CathMod.clk_div_counter[19] | 1 | 0.45
[cells by family (layout without fill, tap and decap cells)]
group                      Yosys count  in the layout  share of synthesized area
AOI/OAI and AO/OA                  387            387                     0.3738
xor gates and xnor gates            39             39                    0.04887
adders and majority gates           65             65                     0.1000
buffers and inverters              139            124                    0.07230
DFF                                 34             34                    0.08509
muxes                               41             41                    0.05334
other                                1              1                  0.0004620
and+or+nand+nor                    423            423                     0.2661
[state kept, by name, indices dropped and copies added (netlist names)]
name and count:
CathMod.r_disp_digit 2, CathMod.CATHODES 7, CathMod.s_clk_500 1, CathMod.clk_div_counter 20, CathMod.ANODES 4
[cells in the final DEF (no fill, tap or decap), drive strengths merged, types with 15 or more instances in the layout]
| cell type | count |
|---|---|
| o211ai | 30 |
| inv | 82 |
| o21ai | 60 |
| dfxtp | 33 |
| a211oi | 18 |
| nor3 | 42 |
| nand2 | 89 |
| a21o | 17 |
| nand3 | 51 |
| xnor2 | 28 |
| nor2 | 108 |
| and3 | 19 |
| a21oi | 64 |
| a31oi | 24 |
| mux2i | 32 |
| ha | 64 |
| nor4 | 15 |
| clkdlybuf4s50 | 28 |
[worst max-delay path: stages, from the launching register on]
cell and delay, ns:
dfxtp_1 0.37, nand3_1 0.12, nor2_1 0.22, nand3_1 0.15
nor2_1 0.24, xor2_1 0.12, nor4b_1 0.40, nor4bb_1 0.73
buf_4 0.27, nor2_1 0.05
[final cells by class]
cell class	count	area, sq um	area share
repair buffers	36	340.3	0.03959
flip-flops and latches	34	690.7	0.08035
clock buffers	4	78.83	0.009170
inverters	84	315.3	0.03668
multi-input cells	956	6839	0.7956
well taps	265	331.6	0.03857
